--- /design/flow/run.sh ---
#!/bin/bash
# OpenROAD 26Q1-2900-gdf79404cd8, Yosys 0.63+post, stock flow scripts
make -C /OpenROAD-flow-scripts/flow DESIGN_CONFIG=/design/flow/config.mk WORK_HOME=/design/flow/orfs finish
--- /design/flow/config.mk ---
export PLATFORM = sky130hd
export DESIGN_NAME = vga
export DESIGN_NICKNAME = vga
export VERILOG_FILES = /design/flow/design.v
export SDC_FILE = /design/flow/constraint.sdc
export NUM_CORES = 4
export LEC_CHECK = 1
export CORE_AREA = 10 10 105 105
export DIE_AREA = 0 0 115 115
--- /design/flow/constraint.sdc ---
current_design vga

set clk_period 2.8
set clk_io_pct 0.2

create_clock -name clk0 -period $clk_period [get_ports {clk}]

set non_clock_inputs [all_inputs -no_clocks]
set_input_delay [expr $clk_period * $clk_io_pct] -clock clk0 $non_clock_inputs
set_output_delay [expr $clk_period * $clk_io_pct] -clock clk0 [all_outputs]
--- /design/flow/design.v ---
module vga (clk, reset, out, hsync, vsync);
  parameter SCREEN_WIDTH = 640;
  parameter SCREEN_HEIGHT = 480;
  parameter V_POL = 1'b1;
  parameter H_POL = 1'b1;
  parameter H_FP = 16;
  parameter H_SYNC = 96;
  parameter H_BP = 48;
  localparam H_MAX = H_FP + H_SYNC + H_BP + SCREEN_WIDTH;
  parameter V_FP = 10;
  parameter V_SYNC = 2;
  parameter V_BP = 33;
  localparam V_MAX = V_FP + V_SYNC + V_BP + SCREEN_HEIGHT;
  input clk, reset;
  output reg [11:0] out = 12'b000000000000;
  output reg hsync = H_POL;
  output reg vsync = V_POL;
  reg [15:0] counterH = 0;
  reg [15:0] counterV = 0;
  always @(posedge clk)
    begin
      if (~reset)
        begin
          counterH <= 0;
          counterV <= 0;
          out <= 12'b000000000000;
        end
      else 
        begin
          if (counterH == H_MAX)
            begin
              counterH <= 0;
              counterV <= counterV + 1;
            end
          else
            counterH <= counterH + 1;
          if (counterV == V_MAX)
            counterV <= 0;
          if (counterH < SCREEN_WIDTH-1 && counterV < SCREEN_HEIGHT-1)
            begin
              if (counterV % 16 < 8)
                 begin
                   if (counterH % 32 < 16)
                     out <= 12'b000011110000;
                   else if (counterH % 32 >= 16) 
                     out <= 12'b111100000000;
                 end
               else if (counterV % 16 >= 8)
                 begin
                   if (counterH % 32 < 16)
                     out <= 12'b111100000000;
                   else if (counterH % 32 >= 16) 
                     out <= 12'b000011110000;
                 end
            end
          else
            out <= 12'b00000000000;
          if (counterH == SCREEN_WIDTH+H_FP)
            hsync <= ~H_POL;
          if (counterH == SCREEN_WIDTH+H_FP+H_SYNC)
            hsync <= H_POL;
          if (counterV == SCREEN_HEIGHT+V_FP)
            vsync <= ~V_POL;
          if (counterV == SCREEN_HEIGHT+V_FP+V_SYNC)
            vsync <= V_POL;
        end
    end
endmodule
==> flow_summary.yaml <==
# implementation run metrics
hold_path:
  min_path_type: "reg -> reg"
power_and_ir_drop:
  power.switching_mw: 0.199
  power_mw: 0.934
  internal_power_mw: 0.735
  p_clk_share_pct: 40.3
  ir_drop_uv: 213
  power_density_nw_per_um2: 416
  pwr-share-seq_pct: 56.2
  swShare_pct: 21.3
  combPwrFrac_pct: 3.4
  p_leak_nw: 0.724
final_timing:
  finalCritPeriodShare_pct: 84.5
  relSlewSlack_pct: 51.9
  worst_pin_slew_ns: 0.715
  fin_skew_ns: 0.00720
  hold_violations: 0
  period_needed_ns: 2.37
  finalSetupTns_ns: 0
  holdWs_ns: 0.485
  fin_ws_ns: 0.433
  slew_violations: 0
  grt_setup_unrepaired: "false"
  max_freq_mhz: 422
  setup_violations: 0
floorplanning:
  fp.dieW_um: 115
  dieArea_um2: 13200
  coreArea_um2: 8760
  ios: 16
  die_h_um: 115
  fp_util_pct: 23.4
  placementRows: 34
worst_setup_path:
  required_ns: 3.01
  endpoint_kind: "flip-flop"
  cp.arrival_ns: 2.57
  critPathLaunchType: "flip-flop"
  crit_type: "reg -> reg"
  cp_max_fo: 18
cts:
  h-tree-depth: 2
  cts_tree: "yes"
  cts.sinks: 36
  cts_resized: 0
  cts_buffers: 5
  insertion_delay_ns: 0.28
  path_clk_slew_ns: 0.07
  post_cts_buffers: 0
  clockRootBuffer: "clkbuf_8"
  cts_hold_buf: 0
  cts_buffer_depth: 2
global_routing:
  overflow: 0
  grt_use_total_pct: 6.34
  grt_pass1_vias: 1424
  grt_max_degree: 19
  antenna_found_initial: 0
  grt_pass1_wl_um: 7090
logic_synthesis:
  synth_cells: 243
  synth.avg_cell_area_um2: 8.44
  ys.flop_type: "dfxtp_1"
  ys_cells: 243
  synth_area_um2: 2050
  ys_area_um2: 2050
  largest_area_cell: "dfxtp_1"
  synthTopCellsByArea: "dfxtp_1 (33%), or4_1 (5.1%), xnor2_1 (5.1%)"
  synth_top_cell_by_count: "dfxtp_1"
  synthDistinctLibCells: 41
  ys_ff: 36
  postSynthSeqShare_pct: 36.1
  edf_count: 2
  ys_async_sr_fraction_pct: 0
  netlist_top_cells_count: "dfxtp_1 (34), nor2_1 (23), nand2_1 (19)"
  top_cell_area_share_pct: 33.2
  synth_warnings: 1
drt:
  drcViolationCount: 0
  drtIter0Drc: 64
  antenna-diode-count: 0
  wire_per_inst_um: 12.0
  vias: 1662
  routed_wl_um: 4200
  drtPass1Iterations: 4
  via_per_inst: 4.76
  ant_nets: 0
finish:
  final_core_util_pct: 25.6
  area_growth_pct: 9.58
  design_area_um2: 2250
  layout.cells.non_filler: 349
  nFillCells: 940
  layout-drive-gt1-share_pct: 4.15
run:
  tool_warnings: 29
  cap_violations: 0
status:
  status: "complete, no violations"
placed_design:
  portBuffers: 11
  place_ws_ns: 0.448
  dpl.hpwl_um: 3140
  place_area_um2: 2160
  placed_cells: 341
  gp_congestion: 0.885
==> worst max-delay path, stage by stage (launching register included) <==
cell,delay (ns)
dfxtp_1,0.34
inv_1,0.07
ha_1,0.15
or3b_1,0.39
or3_1,0.60
or4_1,0.57
a21oi_1,0.16
==> flip-flops by register name, summed over array words and instances, names as in the netlist <==
name / cells
counterH: 16
hsync: 1
out: 2
counterV: 16
vsync: 1
==> metal layers <==
layer,share of wire (%),track usage (%),vias to the layer above
met2,47,9.27,25
met3,3.3,1.16,2
met5,0,0,-
li1,-,-,868
met1,50,9.85,767
met4,0.40,0.578,0
==> cells by family after synthesis <==
kind of cell,count (synthesis),synth area share [%]
AND/OR/NAND/NOR,118,33.1
other,1,0.183
multiplexers,2,0.976
flip-flops,36,36.1
XOR/XNOR,16,6.83
AND-OR/OR-AND,31,10.0
buffers and inverters,33,9.15
adder cells (fa/ha/maj),6,3.66
==> worst paths after layout <==
| path | end | startpoint | slack (ns) | cells after the start |
|---|---|---|---|---|
| setup / recovery | counterV[14]$_SDFFE_PP0N_ | counterH[0]$_SDFF_PP0_ | 0.43 | 6 |
| hold / removal | counterH[0]$_SDFF_PP0_ | counterH[0]$_SDFF_PP0_ | 0.48 | 1 |
| setup reg to reg | counterV[14]$_SDFFE_PP0N_ | counterH[0]$_SDFF_PP0_ | 0.43 | 6 |
| hold reg to reg | counterH[0]$_SDFF_PP0_ | counterH[0]$_SDFF_PP0_ | 0.48 | 1 |
==> layout by cell type (no fill, tap or decap), drive strengths merged, types with 4 or more instances in the layout <==
cell type	synthesis	final
dfxtp	34	34
nor2	23	23
nand2	19	19
a21oi	15	15
or4	14	14
nand3	13	13
xnor2	12	12
nand4	11	11
o31ai	11	11
clkdlybuf4s50	0	11
nor4	9	9
inv	8	8
clkbuf	9	8
ha	6	6
and3	5	5
nor3	4	4
xor2	4	4
conb	1	4
==> area by class of cell <==
class	instances	area (um^2)	share of cell area (%)
clock buffers	8	90.1	4.01
repair buffers	12	118	5.23
inverters	8	30.0	1.34
well taps	108	135	6.01
flip-flops and latches	36	741	33.0
multi-input cells	177	1130	50.4
==> power by group through the flow <==
stage	Combinational [mW]	Sequential, mW	Clock, mW
4_1_cts	0.0331	0.525	0.393
5_1_grt	0.0371	0.526	0.415
6_report	0.0320	0.525	0.377
Power figures rest on the tool's default switching activity, not on a simulated workload.
